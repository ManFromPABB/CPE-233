## design/flow/config.mk

```make
export PLATFORM = sky130hd
export DESIGN_NAME = univ_sseg
export DESIGN_NICKNAME = univ_sseg
export VERILOG_FILES = /design/flow/design.v
export SDC_FILE = /design/flow/constraint.sdc
export NUM_CORES = 4
export LEC_CHECK = 1
export CORE_UTILIZATION = 50
```

## design/flow/constraint.sdc

```tcl
current_design univ_sseg

set clk_period 14.8
set clk_io_pct 0.2

create_clock -name clk0 -period $clk_period [get_ports {clk}]

set non_clock_inputs [all_inputs -no_clocks]
set_input_delay [expr $clk_period * $clk_io_pct] -clock clk0 $non_clock_inputs
set_output_delay [expr $clk_period * $clk_io_pct] -clock clk0 [all_outputs]
```

## design/flow/run.sh

```bash
#!/bin/bash
# OpenROAD 26Q1-2900-gdf79404cd8, Yosys 0.63+post, stock flow scripts
make -C /OpenROAD-flow-scripts/flow DESIGN_CONFIG=/design/flow/config.mk WORK_HOME=/design/flow/orfs finish
```

## design/flow/design.v

```verilog
`timescale 1ns / 1ps
module univ_sseg(
    input [13:0] cnt1,
    input [6:0] cnt2,
    input valid,
    input dp_en,
    input [1:0] dp_sel,
    input [1:0] mod_sel,
    input sign,
    input clk,
    output reg [7:0] ssegs,
    output reg [3:0] disp_en
    ); 
    wire [3:0] c1_d3;   
    wire [3:0] c1_d2; 
    wire [3:0] c1_d1; 
    wire [3:0] c1_d0; 
    wire [3:0] c2_d1;    
    wire [3:0] c2_d0; 
    reg [3:0] A_1000_digit;  
    reg [3:0] B_100_digit; 
    reg [3:0] C_10_digit; 
    reg [3:0] D_1_digit; 
    reg [3:0] final_BCD; 
    reg [1:0] m_cnt;         
    reg [7:0] seg_val;       
    cnt_convert_14b CC_14(cnt1, mod_sel, c1_d3, c1_d2, c1_d1, c1_d0); 
    cnt_convert_7b CC_7(cnt2, c2_d1, c2_d0); 
    clk_divder CLK_DIV (clk,sclk); 
    always @ (sign,mod_sel,c1_d1,c1_d3)
    begin
       case ({sign,mod_sel})
          0: A_1000_digit = 'hF;
          1: A_1000_digit = c1_d1; 
          2: A_1000_digit = c1_d3;
          3: A_1000_digit = 0;
          4: A_1000_digit = 'hA;   
          5: A_1000_digit = c1_d1; 
          6: A_1000_digit = c1_d3;
          7: A_1000_digit = 0;
          default A_1000_digit = 'hA; 
       endcase 
    end 
    always @ (mod_sel,c1_d2,c1_d0)
    begin
       case (mod_sel)
          0: B_100_digit = c1_d2; 
          1: B_100_digit = c1_d0; 
          2: B_100_digit = c1_d2;
          3: B_100_digit = 0;
          default B_100_digit = 0; 
       endcase 
    end 
    always @ (mod_sel,c1_d1,c2_d1)
    begin
       case (mod_sel)
          0: C_10_digit = c1_d1; 
          1: C_10_digit = c2_d1; 
          2: C_10_digit = c1_d1;
          3: C_10_digit = 0;
          default C_10_digit = 0; 
       endcase 
    end 
    always @ (mod_sel,c1_d0,c2_d0)
    begin
       case (mod_sel)
          0: D_1_digit = c1_d0; 
          1: D_1_digit = c2_d0; 
          2: D_1_digit = c1_d0;
          3: D_1_digit = 0;
          default D_1_digit = 0; 
       endcase 
    end 
    always @ (m_cnt, A_1000_digit, B_100_digit, C_10_digit, D_1_digit)
    begin
       case (m_cnt)
          3: final_BCD = D_1_digit; 
          2: final_BCD = C_10_digit; 
          1: final_BCD = B_100_digit;
          0: final_BCD = A_1000_digit;
          default final_BCD = 0; 
       endcase 
    end 
    always @ (m_cnt)
    begin
       case (m_cnt)
          0: disp_en = 4'b1110;  
          1: disp_en = 4'b1101; 
          2: disp_en = 4'b1011;
          3: disp_en = 4'b0111;
          default disp_en = 0; 
       endcase 
    end 
    always @ (final_BCD)
    begin
       case (final_BCD)
          0: seg_val  = 'h03;   
          1: seg_val  = 'h9F;   
          2: seg_val  = 'h25;   
          3: seg_val  = 'h0D;
          4: seg_val  = 'h99;  
          5: seg_val  = 'h49;  
          6: seg_val  = 'h41;  
          7: seg_val  = 'h1F;  
          8: seg_val  = 'h01;  
          9: seg_val  = 'h09;  
          10: seg_val = 'hFD;    
          15: seg_val = 'hFF;    
          default seg_val = 0; 
       endcase 
    end 
    always @ (dp_sel, m_cnt, dp_en, seg_val, valid)
    begin
       if (valid == 0)      
          ssegs = 'hFD; 
       else 
          begin
          if (dp_sel == m_cnt)
             ssegs = {seg_val[7:1],~dp_en}; 
          else 
             ssegs = seg_val;
          end          
    end
    always @ (posedge sclk)
    begin 
       m_cnt <= m_cnt + 1'b1;
    end 
endmodule
module clk_divder(clockin, clockout); 
    input clockin; 
    output wire clockout; 
    parameter n = 13; 
    reg [n:0] count; 
    always@(posedge clockin) 
    begin 
        count <= count + 1; 
    end 
    assign clockout = count[n]; 
endmodule 
module cnt_convert_14b(
    input [13:0] cnt,
    input [1:0] sel,
    output reg [3:0] c1_d3,
    output reg [3:0] c1_d2,
    output reg [3:0] c1_d1,
    output reg [3:0] c1_d0
    );
    reg [13:0] cnt_new;       
    reg [13:0] cnt_new_w;     
    reg [3:0] d3;      
    reg [3:0] d2;      
    reg [3:0] d1;      
    reg [3:0] d0;      
    always @ (cnt,sel)
       case(sel)
          0: cnt_new = {6'b000000,cnt[7:0]};    
          1: cnt_new = {7'b00000000,cnt[6:0]};  
          2: cnt_new = cnt;                     
          3: cnt_new = cnt;                     
          default cnt_new = cnt; 
       endcase
    always @ (cnt_new)
    begin
       d3=0;  d2=0;  d1=0;  d0=0;     
       cnt_new_w = cnt_new;           
       if      (cnt_new_w > 8999) begin   d3=9;   cnt_new_w = cnt_new_w - 9000;  end
       else if (cnt_new_w > 7999) begin   d3=8;   cnt_new_w = cnt_new_w - 8000;  end 
       else if (cnt_new_w > 6999) begin   d3=7;   cnt_new_w = cnt_new_w - 7000;  end 
       else if (cnt_new_w > 5999) begin   d3=6;   cnt_new_w = cnt_new_w - 6000;  end 
       else if (cnt_new_w > 4999) begin   d3=5;   cnt_new_w = cnt_new_w - 5000;  end 
       else if (cnt_new_w > 3999) begin   d3=4;   cnt_new_w = cnt_new_w - 4000;  end 
       else if (cnt_new_w > 2999) begin   d3=3;   cnt_new_w = cnt_new_w - 3000;  end 
       else if (cnt_new_w > 1999) begin   d3=2;   cnt_new_w = cnt_new_w - 2000;  end 
       else if (cnt_new_w > 999)  begin   d3=1;   cnt_new_w = cnt_new_w - 1000;  end 
       else                       begin   d3=0;   end 
       if      (cnt_new_w > 899) begin   d2=9;   cnt_new_w = cnt_new_w - 900;  end
       else if (cnt_new_w > 799) begin   d2=8;   cnt_new_w = cnt_new_w - 800;  end 
       else if (cnt_new_w > 699) begin   d2=7;   cnt_new_w = cnt_new_w - 700;  end 
       else if (cnt_new_w > 599) begin   d2=6;   cnt_new_w = cnt_new_w - 600;  end 
       else if (cnt_new_w > 499) begin   d2=5;   cnt_new_w = cnt_new_w - 500;  end 
       else if (cnt_new_w > 399) begin   d2=4;   cnt_new_w = cnt_new_w - 400;  end 
       else if (cnt_new_w > 299) begin   d2=3;   cnt_new_w = cnt_new_w - 300;  end 
       else if (cnt_new_w > 199) begin   d2=2;   cnt_new_w = cnt_new_w - 200;  end 
       else if (cnt_new_w > 99)  begin   d2=1;   cnt_new_w = cnt_new_w - 100;  end 
       else                      begin   d2=0;   end 
       if      (cnt_new_w > 89) begin   d1=9;   cnt_new_w = cnt_new_w - 90;  end
       else if (cnt_new_w > 79) begin   d1=8;   cnt_new_w = cnt_new_w - 80;  end 
       else if (cnt_new_w > 69) begin   d1=7;   cnt_new_w = cnt_new_w - 70;  end 
       else if (cnt_new_w > 59) begin   d1=6;   cnt_new_w = cnt_new_w - 60;  end 
       else if (cnt_new_w > 49) begin   d1=5;   cnt_new_w = cnt_new_w - 50;  end 
       else if (cnt_new_w > 39) begin   d1=4;   cnt_new_w = cnt_new_w - 40;  end 
       else if (cnt_new_w > 29) begin   d1=3;   cnt_new_w = cnt_new_w - 30;  end 
       else if (cnt_new_w > 19) begin   d1=2;   cnt_new_w = cnt_new_w - 20;  end 
       else if (cnt_new_w > 9)  begin   d1=1;   cnt_new_w = cnt_new_w - 10;  end 
       else                     begin   d1=0;   end 
       d0 = cnt_new_w[3:0]; 
    end
    always @ (cnt_new, d3,d2,d1,d0)
    begin
       if (cnt_new < 1000)  
          c1_d3 = 'hF; 
       else 
          c1_d3 = d3; 
       if (cnt_new < 100)   
          c1_d2 = 'hF; 
       else 
          c1_d2 = d2; 
       if (cnt_new < 10)   
          c1_d1 = 'hF; 
       else 
          c1_d1 = d1;
       c1_d0 = d0;         
    end 
endmodule
module cnt_convert_7b(
    input [6:0] cnt,
    output reg [3:0] c2_d1,
    output reg [3:0] c2_d0
    );
    reg [7:0] cnt_new;       
    reg [7:0] cnt_new_w;     
    reg [3:0] d1;      
    reg [3:0] d0;      
    always @ (*)
    begin
       d1=0;  d0=0; 
       cnt_new_w = cnt; 
       if      (cnt_new_w > 89) begin   d1=9;   cnt_new_w = cnt_new_w - 90;  end
       else if (cnt_new_w > 79) begin   d1=8;   cnt_new_w = cnt_new_w - 80;  end 
       else if (cnt_new_w > 69) begin   d1=7;   cnt_new_w = cnt_new_w - 70;  end 
       else if (cnt_new_w > 59) begin   d1=6;   cnt_new_w = cnt_new_w - 60;  end 
       else if (cnt_new_w > 49) begin   d1=5;   cnt_new_w = cnt_new_w - 50;  end 
       else if (cnt_new_w > 39) begin   d1=4;   cnt_new_w = cnt_new_w - 40;  end 
       else if (cnt_new_w > 29) begin   d1=3;   cnt_new_w = cnt_new_w - 30;  end 
       else if (cnt_new_w > 19) begin   d1=2;   cnt_new_w = cnt_new_w - 20;  end 
       else if (cnt_new_w > 9)  begin   d1=1;   cnt_new_w = cnt_new_w - 10;  end 
       else                     begin   d1=0;   end 
       d0 = cnt_new_w[3:0]; 
    end
    always @ (cnt, d1, d0)
    begin
       if (cnt < 10)   
          c2_d1 = 'hF; 
       else 
          c2_d1 = d1;
       c2_d0 = d0;        
    end 
endmodule
```

==> results.py <==
# Synthesis and PnR figures
metrics = {
    "placement": {
        "numPortBuffers": 40,
        "numPlacedInstances": 1212,
        "detailed_place.area_um2": 7590,
        "finalWeightedCongestion": 1.08,
        "detailed_place_hpwl_um": 20500,
    },
    "clock_network": {
        "cts-hold-fix-buffers": 0,
        "clock_tree.root_cell": "sky130_fd_sc_hd__clkbuf_16",
        "clk-insertion-delay-late_ns": 0.24,
        "cts_made_buffers": 3,
        "clock_tree.htree_level_count": 1,
        "tritoncts": "built",
        "clk_transition_reported_paths_ns": 0.04,
        "clock_tree.buffer_depth": 2,
    },
    "finish": {
        "ff_latch_area_um2": 320,
        "drive_gt1_share_pct": 12.1,
        "fillCellCount": 1219,
        "final_core_utilization_pct": 58.1,
        "multiInputGateArea_um2": 6230,
        "post_synthesis_to_final_layout_area_growth_pct": 12.2,
        "final_cell_count_no_fill": 1221,
        "finalInstanceArea_um2": 7780,
    },
    "worst_setup_path": {
        "worst_ep_arrival_time_ns": 11.49,
        "crit_path_max_fanout": 13,
        "start_kind": "primary input",
        "worst_path_max_delay_cell": "sky130_fd_sc_hd__clkdlybuf4s50_1",
        "critical_setup_path_kind": "primary input to output pin",
        "cp_common_cell": "sky130_fd_sc_hd__and3_1",
        "required_ns": 11.84,
        "critical-path-max-stage-delay_ns": 0.90,
        "worstSetupEndpointType": "output pin",
    },
    "floorplan": {
        "chipArea_um2": 14300,
        "dieWidth_um": 120,
        "design.portCount": 41,
        "core_util_floorplan_pct": 51.8,
        "core_region_area_um2": 13400,
        "die.size.y_um": 120,
        "standard_cell_row_count": 42,
    },
    "yosys": {
        "synth_seq_share_pct": 4.62,
        "syn_area_um2": 6940,
        "syn_area_per_cell_um2": 6.85,
        "yosysUniqueCellTypes": 104,
        "syn-instance-count": 1012,
        "yosys_warnings": 5,
        "post-synth-top-area-cell": "sky130_fd_sc_hd__ha_1",
        "dominantRegCellSynth": "sky130_fd_sc_hd__dfxtp_1",
        "cells_in_synth_stat_txt": 1012,
        "synth.top_cell.area_share_pct": 11.0,
        "postSynthRegisterBits": 16,
        "async_reset_ff_share_pct": 0,
        "post_synth_main_area_contributors": "sky130_fd_sc_hd__ha_1 (11%), sky130_fd_sc_hd__nand2_1 (6.0%), sky130_fd_sc_hd__a21oi_1 (5.7%)",
        "post_synth_tally_of_flip_flops_with_integrated_enable": 0,
        "synth-area-yosys_um2": 6940,
    },
    "final_timing": {
        "max-slew-margin-rel_pct": 40.7,
        "final.setup.tns_ns": 0,
        "final_max_tran_viols": 0,
        "period_needed_ns": 14.45,
        "number_of_unconstrained_endpoints": 6,
        "setup_viol": 0,
        "period_used_pct": 97.6,
        "max_freq_ghz": 0.0692,
        "unclocked_pins": 2,
        "hold_violations": 0,
        "timing_worst_slew_pin_value_ns": 0.884,
        "final.setup_skew_ns": 0.000757,
    },
    "pwr": {
        "ir_worst_vdd_uv": 83.7,
        "power_density_nw_per_um2": 68.9,
        "p_leak_nw": 2.90,
        "overall_power_after_layout_mw": 0.536,
    },
    "detailed_routing": {
        "num_antenna_cells": 0,
        "viasPerCell": 7.05,
        "remaining_drc_errors": 0,
        "first_pass_iters": 8,
        "vias": 8606,
        "drt-initial-drc-count": 1037,
        "ant_nets": 0,
        "drt-wirelength-per-cell_um": 21.8,
        "routed_wirelength_um": 26600,
    },
    "outcome": {
        "outcome": "complete, no violations",
    },
    "min_path": {
        "holdCritPathClass": "register to register",
    },
    "global_route": {
        "grt_pass1_vias": 7807,
        "grt_util_all_layers_pct": 37.2,
        "grt_antenna_before_repair": 0,
        "largest_net_degree_at_the_start_of_global_routing": 28,
        "grt.overflow.total": 0,
        "grt_first_pass_wirelength_um": 42000,
    },
    "job": {
        "stage_log_warnings": 72,
        "max_cap_violations": 0,
    },
}
[path summary, 6_finish.rpt]
path                                               start                       end  cells after the start  slack [ns]
worst max-delay path                             cnt1[1]                  ssegs[0]                     31        0.35
worst min-delay path            CLK_DIV.count[0]$_DFF_P_  CLK_DIV.count[0]$_DFF_P_                      1        0.41
worst max register to register  CLK_DIV.count[2]$_DFF_P_  CLK_DIV.count[9]$_DFF_P_                      6       13.31
worst min register to register  CLK_DIV.count[0]$_DFF_P_  CLK_DIV.count[0]$_DFF_P_                      1        0.41
[registers in the layout (all words and copies together), names as in the netlist]
register / cells
m_cnt: 2
CLK_DIV.count: 14
[worst max-delay path, delay by kind of cell]
family / cells / cell delay (ns)
AND-OR/OR-AND: 12 / 2.94
AND/OR/NAND/NOR: 9 / 2.33
buffers and inverters: 6 / 2.10
multiplexers: 2 / 0.57
adder cells (fa/ha/maj): 2 / 0.56
[placed cells by master, fill, tap and decap left out, drive strengths merged, types with 10 or more instances in the layout]
cell,instances
buf,47
ha,61
a211oi,24
nand2,112
nor4,14
clkdlybuf4s50,38
nand4,17
or3,13
a21o,19
nand3,46
or2,11
inv,40
nor2b,11
xnor2,28
a21oi,82
a211o,11
a31oi,24
o31ai,12
o22ai,10
o221ai,10
o211ai,21
nor2,69
o21ai,72
mux2i,11
and3,16
nor3,37
dfxtp,16
nand2b,11
[routing by layer]
metal | share of wire (%) | track usage, % | up-vias
met4 | 3.5 | 11.9 | 0
li1 | - | - | 3984
met1 | 42 | 52.7 | 3919
met5 | 0 | 0 | -
met3 | 12 | 9.13 | 81
met2 | 42 | 55.4 | 622
[layout make-up]
cell class                 count  share of cell area [%]
multi-input combinational    893                    80.1
clock buffer                   3                   0.965
timing repair buffer          87                    9.75
sequential                    16                    4.12
timing repair inverter         1                  0.0643
inverter                      45                    2.22
tap                          176                    2.83
[power by group]
part	leakage, nW	internal [mW]	total [mW]	switching [mW]
Clock	0.0370	0.0351	0.0480	0.0129
Combinational	2.74	0.163	0.450	0.287
Sequential	0.129	0.0379	0.0379	0
[kinds of logic after synthesis]
kind of cell | count (synthesis) | share of synthesized area (%)
adders and majority gates | 61 | 11.0
muxes | 17 | 2.56
buffers and inverters | 103 | 6.49
DFF | 16 | 4.62
AOI/OAI and AO/OA | 397 | 42.1
xor gates and xnor gates | 34 | 4.29
and+or+nand+nor | 384 | 29.0
[cells in the mapped netlist (8+ instances only)]
| master | n |
|---|---|
| sky130_fd_sc_hd__nand2_1 | 111 |
| sky130_fd_sc_hd__a21oi_1 | 79 |
| sky130_fd_sc_hd__nor2_1 | 65 |
| sky130_fd_sc_hd__o21ai_0 | 62 |
| sky130_fd_sc_hd__ha_1 | 61 |
| sky130_fd_sc_hd__nand3_1 | 44 |
| sky130_fd_sc_hd__inv_1 | 41 |
| sky130_fd_sc_hd__nor3_1 | 33 |
| sky130_fd_sc_hd__xnor2_1 | 28 |
| sky130_fd_sc_hd__clkbuf_1 | 27 |
| sky130_fd_sc_hd__a31oi_1 | 24 |
| sky130_fd_sc_hd__buf_2 | 23 |
| sky130_fd_sc_hd__a211oi_1 | 21 |
| sky130_fd_sc_hd__a21o_1 | 19 |
| sky130_fd_sc_hd__o211ai_1 | 19 |
| sky130_fd_sc_hd__and3_1 | 16 |
| sky130_fd_sc_hd__dfxtp_1 | 16 |
| sky130_fd_sc_hd__nand4_1 | 16 |
| sky130_fd_sc_hd__a211o_1 | 11 |
| sky130_fd_sc_hd__mux2i_1 | 11 |
| sky130_fd_sc_hd__nand2b_1 | 11 |
| sky130_fd_sc_hd__nor2b_1 | 11 |
| sky130_fd_sc_hd__or3_1 | 11 |
| sky130_fd_sc_hd__nor4_1 | 10 |
| sky130_fd_sc_hd__o31ai_1 | 10 |
| sky130_fd_sc_hd__o221ai_1 | 9 |
| sky130_fd_sc_hd__o22ai_1 | 9 |
| sky130_fd_sc_hd__o32ai_1 | 8 |
[through the flow]
| stage | setup slack (ns) | hold slack [ns] |
|---|---|---|
| finish | 0.349 | 0.415 |
| global route | -0.00386 | 0.444 |
| CTS | 0.134 | 0.419 |
| detailed placement | 0.208 | 0.401 |
| global placement | 0.301 | 0.391 |
| floorplan | 1.37 | 0.383 |
[what timing repair did]
item	in CTS	in global routing
setup endpoints to repair	0	8
resized	0	17
endpoints found under the hold margin	0	0
buffers inserted	0	5
Power and IR drop assume default switching activity.
