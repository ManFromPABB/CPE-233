===== ./design.v =====
`timescale 1ns / 1ps
module CSR(
    input CLK,
    input RST,
    input MRET_EXEC,         
    input INT_TAKEN,         
    input [11:0] ADDR,       
    input [31:0] PC,         
    input [31:0] WD,         
    input WR_EN,             
    output logic [31:0] RD,               
    output logic [31:0] CSR_MEPC,       
    output logic [31:0] CSR_MTVEC,      
    output logic CSR_MSTATUS_MIE      
    ); 
    logic [31:0] CSR_MSTATUS; 
    typedef enum logic [11:0] {       
        MSTATUS   = 12'h300,
        MTVEC     = 12'h305,
        MEPC      = 12'h341
    } csr_t;
    localparam MIE  = 3;     
    localparam MPIE = 7;     
    always_ff @ (posedge CLK)
    begin
		if (RST) begin
            CSR_MTVEC   <= 32'd0;
            CSR_MEPC    <= 32'd0;
            CSR_MSTATUS <= 32'd0;           
      end
	   if (WR_EN)
         case(ADDR)
            MSTATUS: CSR_MSTATUS <= WD;   
            MTVEC:   CSR_MTVEC   <= WD;   
            MEPC:    CSR_MEPC    <= WD;   
         endcase
		if(INT_TAKEN)
         begin
           CSR_MEPC <= PC;                         
		     CSR_MSTATUS[MPIE] <= CSR_MSTATUS[MIE];  
           CSR_MSTATUS[MIE] <= 1'b0;               
         end     
		if(MRET_EXEC)
         begin
		     CSR_MSTATUS[MIE] <= CSR_MSTATUS[MPIE];   
         end
    end
    assign CSR_MSTATUS_MIE = CSR_MSTATUS[MIE];
	always_comb
       case(ADDR)
            MTVEC:   RD = CSR_MTVEC;
            MEPC:    RD = CSR_MEPC;
            MSTATUS: RD = CSR_MSTATUS;            
            default: RD = 32'd0;
       endcase
endmodule

===== ./run.sh =====
#!/bin/bash
# OpenROAD 26Q1-2900-gdf79404cd8, Yosys 0.63+post, stock flow scripts
make -C /OpenROAD-flow-scripts/flow DESIGN_CONFIG=/design/flow/config.mk WORK_HOME=/design/flow/orfs finish

===== ./config.mk =====
export PLATFORM = sky130hd
export DESIGN_NAME = CSR
export DESIGN_NICKNAME = CSR
export VERILOG_FILES = /design/flow/design.v
export SDC_FILE = /design/flow/constraint.sdc
export NUM_CORES = 4
export LEC_CHECK = 1
export CORE_UTILIZATION = 30

===== ./constraint.sdc =====
current_design CSR

set clk_period 5.3
set clk_io_pct 0.2

create_clock -name clk0 -period $clk_period [get_ports {CLK}]

set non_clock_inputs [all_inputs -no_clocks]
set_input_delay [expr $clk_period * $clk_io_pct] -clock clk0 $non_clock_inputs
set_output_delay [expr $clk_period * $clk_io_pct] -clock clk0 [all_outputs]

==> insert_results.sql <==
-- implementation run metrics
INSERT INTO impl_metrics (metric_group, metric, value, unit) VALUES
('status', 'status', 'finished clean', ''),
('yosys', 'post_synth_xor_area_fraction', '0', ''),
('global_route', 'groute.usage.overall', '0.202', ''),
('yosys', 'synth_flops', '96', ''),
('yosys', 'flip_flops_with_a_built_in_enable', '0', ''),
('clock_network', 'cts_inserted_buffers', '9', ''),
('timing', 'max_slew_margin', '0.501', ''),
('floorplanning', 'core_area', '0.0153', 'mm2'),
('power_and_ir_drop', 'power.sequential.fraction', '0.468', ''),
('clock_network', 'clockBufferDepth', '2', ''),
('clock_network', 'cts-htree-levels', '3', ''),
('global_route', 'number_of_antenna_violations_at_the_first_check_in_global_routing', '0', ''),
('route', 'route.antenna.diode_count', '0', ''),
('final_layout', 'nFillCells', '1391', ''),
('yosys', 'synthMuxAreaShare', '0.00213', ''),
('timing', 'grt_setup_unrepaired', 'no', ''),
('yosys', 'ys_cells', '555', ''),
('floorplanning', 'die_width', '127', 'um'),
('route', 'drt-initial-drc-count', '367', ''),
('route', 'avgRoutedWirePerCell', '17.3', 'um'),
('clock_network', 'worst_skew_pair.late_latency', '0.34', 'ns'),
('job', 'tally_of_openroad_warnings', '25', ''),
('route', 'avgViaCountPerCell', '5.02', ''),
('floorplanning', 'boundary_pin_count', '178', ''),
('yosys', 'top_cell_area_share', '0.408', ''),
('power_and_ir_drop', 'total_power', '0.00162', 'W'),
('clock_network', 'number_of_clock_sinks', '96', ''),
('global_route', 'grt_pass1_vias', '4512', ''),
('final_layout', 'relative_area_change_from_synthesis_to_final_layout', '47.7', '%'),
('global_route', 'first_pass_grt_wire_length', '24900', 'um'),
('yosys', 'synth_chip_area', '0.00471', 'mm2'),
('yosys', 'mappedNetlistArea', '0.00471', 'mm2'),
('yosys', 'synth.comb.largest_family', 'simple AND/OR/NAND/NOR gates', ''),
('yosys', 'async_reset_ff_frac', '0', ''),
('final_layout', 'layout-drive-gt1-share', '0.0772', ''),
('place', 'count_of_input_and_output_buffers', '177', ''),
('yosys', 'ys_sh_simple', '0.257', ''),
('timing', 'layout_worst_path_cycle_share', '0.914', ''),
('power_and_ir_drop', 'power_frac_clock', '0.429', ''),
('yosys', 'ys.warnings.count', '1', ''),
('floorplanning', 'die-height', '127', 'um'),
('route', 'routed_wl', '16000', 'um'),
('timing', 'fmax', '0.206', 'GHz'),
('route', 'routed-via-count', '4633', ''),
('clock_network', 'clock_tree.root_cell', 'clkbuf_16', ''),
('clock_network', 'cts_post_setup_buffers_inserted', '0', ''),
('floorplanning', 'site_row_count', '45', ''),
('timing', 'final_max_slew_viol_count', '0', ''),
('min_path', 'worst_hold_path_type', 'flip-flop to flip-flop', ''),
('floorplanning', 'chip_area', '0.0162', 'mm2'),
('critical_path', 'timing.setup.critical_path_class', 'primary input to output port', ''),
('yosys', 'ys_top_cells_by_count', 'dfxtp_1 (96), nand2_1 (66), nand2b_1 (59), o21ai_0 (52)', ''),
('timing', 'worst_pin_slew', '0.748', 'ns'),
('yosys', 'netlist_top_cells_area', 'dfxtp_1 (41%), nand2b_1 (7.8%), a221o_1 (6.8%)', ''),
('timing', 'setup-violations-final', '0', ''),
('yosys', 'postSynth.topFlopCell', 'dfxtp_1', ''),
('yosys', 'syn-mean-instance-area', '8.48', 'um2'),
('yosys', 'yosys.cell_count.top_type', 'dfxtp_1', ''),
('yosys', 'synthCells', '555', ''),
('power_and_ir_drop', 'power.share.combinational', '0.103', ''),
('power_and_ir_drop', 'internal_power', '0.00126', 'W'),
('critical_path', 'cp.required', '4.24', 'ns'),
('route', 'ant_nets', '0', ''),
('clock_network', 'clk_transition_reported_paths', '0.06', 'ns'),
('global_route', 'grt_max_degree', '69', ''),
('power_and_ir_drop', 'p_leak', '2.47', 'nW'),
('critical_path', 'endpoint_kind', 'output port', ''),
('route', 'drcViolationCount', '0', ''),
('power_and_ir_drop', 'areal_power_density_over_the_cells', '232', 'mW/mm2'),
('global_route', 'grt-ovfl-total', '0', ''),
('power_and_ir_drop', 'p_switching', '0.000353', 'W');
-- cell families after synthesis --
group           after synthesis
simple gates                213
flops                        96
compound gates              160
buf+inv                      85
mux                           1
-- worst max-delay path, stage by stage --
cell and delay, ns:
clkdlybuf4s50_1 0.39, or4_4 0.59, or4_4 0.54, nor3_4 0.15, buf_4 0.35, a221o_1 0.22
clkdlybuf4s50_1 0.46
-- placed cells by master (no fill, tap or decap), types with 2 or more instances in the layout --
cell type        instances
clkdlybuf4s50_1        174
o311ai_1                28
or4_4                    2
buf_4                   18
and2_1                  26
o311ai_0                 2
clkbuf_16                9
clkbuf_8                 4
or2b_1                   8
nand2_1                 66
nand3_1                 32
or2_1                    2
inv_1                   31
buf_2                    3
o21ai_0                 52
a221o_1                 32
and2_0                   7
o21ai_2                 10
nand2b_1                59
o211ai_1                34
dfxtp_1                 96
nor4_4                   2
-- final timing paths --
| kind | startpoint | endpoint | slack [ns] | depth (start not counted) |
|---|---|---|---|---|
| max | ADDR[3] | RD[29] | 0.45 | 7 |
| min | CSR_MSTATUS[6] | CSR_MSTATUS[6] | 0.47 | 2 |
| max reg2reg | CSR_MSTATUS[3] | CSR_MSTATUS[3] | 4.43 | 3 |
| min reg2reg | CSR_MSTATUS[6] | CSR_MSTATUS[6] | 0.47 | 2 |
-- flip-flops by register name (all words and copies together) (netlist names) --
name	flops
CSR_MEPC	32
CSR_MSTATUS	32
CSR_MTVEC	32
-- metrics by stage --
stage                     cells  setup WS, ns   util  area (um2)
after floorplan             555          1.61      -        4710
after global placement      907         0.527  0.435        6630
after detailed placement    907         0.470  0.435        6630
after CTS                   923         0.457  0.456        6950
after global routing        923         0.375  0.456        6950
final                       923         0.454  0.456        6950
-- power by group through the flow --
stage | Combinational (W) | Sequential, W | Clock [W]
global route | 0.000180 | 0.000758 | 0.000746
finish | 0.000167 | 0.000756 | 0.000693
CTS | 0.000168 | 0.000756 | 0.000712
-- final cells by class --
type                            count  area (um2)  share of cell area
Tap cell                          211         264              0.0380
Clock inverter                      2        35.0             0.00504
Inverter                           31         116              0.0167
Clock buffer                       14         284              0.0408
Sequential cell                    96        1920               0.276
Multi-Input combinational cell    374        2440               0.351
Timing Repair Buffer              195        1890               0.272
-- routing by layer --
layer,track usage,part of all wire,vias up
met2,0.315,0.45,177
met3,0.0516,0.074,12
met5,0,0,-
met1,0.297,0.47,2169
li1,-,-,2275
met4,0.0203,0.0071,0
No activity file was given, so power comes from the tool's default toggle rates.
