<file path="flow/run.sh">
#!/bin/bash
# OpenROAD 26Q1-2900-gdf79404cd8, Yosys 0.63+post, stock flow scripts
make -C /OpenROAD-flow-scripts/flow DESIGN_CONFIG=/design/flow/config.mk WORK_HOME=/design/flow/orfs finish
</file>
<file path="flow/config.mk">
export PLATFORM = sky130hd
export DESIGN_NAME = timer_counter
export DESIGN_NICKNAME = timer_counter
export VERILOG_FILES = /design/flow/design.v
export SDC_FILE = /design/flow/constraint.sdc
export NUM_CORES = 4
export LEC_CHECK = 1
export CORE_UTILIZATION = 40
</file>
<file path="flow/constraint.sdc">
current_design timer_counter

set clk_period 4.1
set clk_io_pct 0.2

create_clock -name clk0 -period $clk_period [get_ports {clk}]

set non_clock_inputs [all_inputs -no_clocks]
set_input_delay [expr $clk_period * $clk_io_pct] -clock clk0 $non_clock_inputs
set_output_delay [expr $clk_period * $clk_io_pct] -clock clk0 [all_outputs]
</file>
<file path="flow/design.v">
`timescale 1ns / 1ps
module timer_counter(
    input clk, 
    input [31:0] tc_cnt_in,
    input [7:0] tc_csr,
    output tc_intr,
    output [31:0] tc_cnt_out     );
    parameter n = 3; 
    logic [n-1:0] pos_pulse_reg;  
    logic s_clk_scaled; 
    logic s_pulse; 
    logic [3:0] r_ps_count = 0; 
    logic s_clk_div = 0; 
    logic [31:0] r_counter32b = 0; 
	assign tc_cnt_out = r_counter32b;      
    always_ff @ (posedge clk)
    begin
       if (tc_csr[0]==0) 
       begin
          s_clk_div <= 0;  
          r_ps_count <= 0; 
       end
       else if (r_ps_count == tc_csr[7:4])
       begin
          s_clk_div <= 1'b1; 
          r_ps_count <= 0; 
       end  
       else 
       begin
          s_clk_div <= 0; 
          r_ps_count <= r_ps_count + 1;
       end 
    end 
    always_comb
    begin
       if (tc_csr[7:4]==4'b0000) 
          s_clk_scaled = clk; 
       else
          s_clk_scaled = s_clk_div; 
    end
    always_ff @ (posedge s_clk_scaled)
    begin
       if (tc_csr[0]==0)
       begin
          r_counter32b <= 0;
       end
       else if (r_counter32b == tc_cnt_in) 
       begin
          r_counter32b <= 0;
       end  
       else
       begin
          r_counter32b <= r_counter32b + 1;
       end            
    end
    always_comb
    begin
       if ( (s_clk_div == 1) && (r_counter32b == tc_cnt_in) )
          s_pulse = 1; 
       else 
          s_pulse = 0; 
    end
    always_ff @ (posedge clk)    
       pos_pulse_reg <= {pos_pulse_reg[n-2:0], s_pulse}; 
    assign tc_intr = |pos_pulse_reg; 
endmodule
</file>
==> deck_impl_summary.md <==
Synthesis and Place & Route Summary

Synth
  – Chip area estimate from yosys synthesis: about 2000 um^2
  – Cell count after synthesis: 235
  – Biggest area cells: dfxtp_1, xor2_1, xnor2_1
  – Sequential element share of the synthesized area: 0.389
  – Synthesized area: roughly 2000 um^2
  – Top cell type's share of synthesized area: 0.389
  – Number of register bits inferred by synthesis: 40
  – Number of cells in Yosys stat: approximately 240
  – Synth warn: 1
  – Dominant cell type by area after synthesis: dfxtp_1
  – Average footprint of a synthesized cell: ~8.8 um^2
  – Unique cell type count in the Yosys netlist: 26

Placed design
  – Area after detailed placement: around 2800 um^2
  – Dpl ws: about 0.46 ns
  – Final Wtd Congestion: a little over 0.8
  – Number of placed instances with taps included: approximately 370
  – Post-detailed-placement half-perimeter wirelength: 3.81 mm
  – Buffers added on ports: around 70

Worst hold path
  – Origin of the worst min-delay path: tc_csr[7]
  – Cell count of the worst hold path: 4
  – Class of the tightest hold or removal check: primary input to clock gate

Routing
  – Total inserted antenna cells: 0
  – Final ANT Viol Nets: 0
  – Detailed Routing Iterations Pass 1: 4
  – Drt via density: approximately 4.9
  – Final routed wire length divided by cell count: 14.3 um
  – Number of design-rule violations left by the first detailed-router iteration: just over 90
  – Sum of routed wire length over all layers: between 5 and 6 mm
  – Count of unresolved DRC violations after routing: 0
  – Routed vias: 1,890

Final timing
  – Count of endpoints failing setup in the final report: 0
  – Max transition margin: 0.689
  – Worst-case hold slack: around 0.30 ns
  – Final hold violation count: 0
  – Actual slew at the worst max-slew pin: 0.467 ns
  – Summed negative setup slack over all endpoints: 0 ns
  – Max-slew violation count: 0
  – Final setup margin: between 0.09 and 0.1 ns
  – Post-Route Skew: between 0.05 and 0.06 ns
  – Setup repair after global routing missed its margin: no

Floorplan
  – Count of pins on the block boundary: 74
  – Core Util at FP: 0.424
  – Core area: ~4800 um^2
  – Cell Rows: 25
  – Die H: 73.7 um
  – DIE AREA: 5430 um^2
  – Die boundary width: 73.7 um

Layout
  – Final Util: 0.646
  – Tally of non-filler cells in the final layout: ~390
  – Synthesis-to-finish area growth: 52.2%
  – Ratio of cells with drive above 1 in the final layout: 0.0745
  – Most frequent cells in the layout: clkdlybuf4s50_1, xor2_1, dfxtp_1
  – Final cell area excluding filler cells: between 3000 and 4000 um^2
  – Max FFs per register: 32
  – Most common library cell in the layout ignoring fill and taps: clkdlybuf4s50_1

Worst setup path
  – Capture instance of the worst register-to-register path: r_counter32b[2]
  – Arrival time at the worst endpoint: between 2 and 2.5 ns
  – Largest fanout on the critical path: 2
  – Top cell family by delay on the critical path: buffers and inverters
  – Depth of the worst register-to-register path: 6
  – Worst Path Buf+Inv: 2
  – Critical path, cell by cell: dlygate4sd3_1, clkdlybuf4s50_1, nor4_2
  – Worst flop-to-flop path startpoint: r_counter32b[19]
  – Startpoint class of the critical path: primary input
  – R2r setup slk: between 1.5 and 2 ns
  – Maximum single-stage delay on the critical path: roughly 0.55 ns
  – Data required, critical path: approximately 2.4 ns
  – Crit. End Element: clock gate
  – Cell count along the critical path: 3
  – Worst Path Class, Setup: primary input to clock gate
  – Cell with the largest stage delay on the worst path: dlygate4sd3_1

Power
  – Post-layout power: around 0.51 mW
  – Leak Pwr: ~1.2 nW
  – Peak supply drop: around 0.27 mV
  – Ratio of total power to cell area: roughly 160 nW/um^2

Global route
  – Global-route wire length before repair: about 8.5 mm
  – Number of antenna violations at the first check in global routing: 0
  – Sum of overflow across all layers after global routing: 0
  – Overall routing resource usage: 0.215
  – Number of global-route vias before repair: between 1,500 and 2,000
  – Pin count of the biggest net entering global routing: 25

Job
  – MaxCap Viol Count: 0
  – Tool warnings: 30

Outcome
  – Status: finished clean

CTS
  – TritonCTS clock tree: built
  – Source-to-sink clock delay at the later pin of the worst-skew pair: 0.75 ns
[cells by family (layout without fill, tap and decap cells)]
group                      Yosys count  in the layout  share of synthesized area
AOI/OAI and AO/OA                    5              5                     0.0158
xor gates and xnor gates            66             66                      0.281
adders and majority gates            2              2                     0.0122
buffers and inverters               16            103                     0.0365
DFF                                 40             40                      0.389
and+or+nand+nor                    106            106                      0.265
[layer usage]
layer / up-vias / GRT usage / wire length, um
li1: 966 / - / -
met1: 845 / 0.346 / 2850
met2: 74 / 0.304 / 2330
met3: 5 / 0.0472 / 337
met4: 0 / 0.0363 / 41
met5: - / 0 / 0
[final cells by class]
cell class / instances / area [um^2]
Fill cell: 417 / 1720
Clock buffer: 17 / 234
Timing Repair Buffer: 75 / 748
Multi-Input combinational cell: 179 / 1200
Inverter: 10 / 37.5
Clock inverter: 1 / 30.0
Sequential cell: 40 / 801
Tap cell: 67 / 83.8
[timing repair]
action,CTS,global route
endpoints found under the hold margin,1,0
hold buffers,4,0
gates resized,0,1
buffers inserted,0,0
setup endpoints to repair,0,1
[Yosys cell counts, drive strengths merged]
master,n
xor2,41
dfxtp,40
nor2,37
xnor2,25
nor4,15
nand2,13
nand3,12
inv,10
nand4,8
nor3,8
and4,5
buf,5
and3,4
a21oi,2
ha,2
o21ai,2
or3,2
clkbuf,1
nor4b,1
o31ai,1
or4,1
[how the worst max path moves through the flow]
stage	startpoint	to	slack, ns
4_1_cts	tc_csr[4]	clock gate	0.04
6_report	tc_csr[4]	clock gate	0.1
5_1_grt	tc_csr[4]	clock gate	0.08
[tightest hold or removal path: stages]
cell and delay (ns):
clkdlybuf4s50_1 0.55, nor4_2 0.08, dlygate4sd3_1 0.57, dlygate4sd3_1 0.57
[where the power goes]
part           internal (mW)  switching, mW  leakage [nW]
combinational         0.0509         0.0302         0.711
sequential             0.116        0.00646         0.323
clock                  0.230         0.0722         0.137
total                  0.397          0.109          1.17
Power and IR drop assume default switching activity.
